## design.v

```verilog
module UART_RX (
    input wire clock,
    input wire reset,
    input wire rx,
    output reg [7:0] o_rdat,
	 output reg data_valid
);
reg [13:0] counter;
reg syncff0, syncff1;
reg rx_;
reg [1:0] state, next;
reg [7:0] rdat;
reg [2:0] data_cnt;
wire counter_end, start, start_end, data_end, stop_end, get_dat;
assign get_dat      = (counter == 624);  
assign counter_end  = (counter == 1249);       
assign start_end    = (state == 2'b01) && counter_end;
assign data_end     = (state == 2'b10)  && counter_end && (data_cnt == 3'd7);
assign stop_end     = (state == 2'b11)  && counter_end;
always @(posedge clock or negedge reset) begin
    if (!reset) begin
        syncff0 <= 1'b1;
        syncff1 <= 1'b1;
    end else begin
        syncff0 <= rx;
        syncff1 <= syncff0;
    end
end
always @(posedge clock or negedge reset) begin
    if (!reset) rx_ <= 1'b1;
    else        rx_ <= syncff1;
end
assign start = ~syncff1 & rx_;   
always @(posedge clock or negedge reset) begin
    if (!reset) state <= 2'b00;
    else        state <= next;
end
always @(*) begin
    case (state)
        2'b00:  next = start      ? 2'b01 : 2'b00;
        2'b01: next = start_end  ? 2'b10  : 2'b01;
        2'b10:  next = data_end   ? 2'b11  : 2'b10;
        2'b11:  next = stop_end   ? 2'b00  : 2'b11;
        default:next = 2'b00;
    endcase
end
always @(posedge clock or negedge reset) begin
    if (!reset)
        counter <= 0;
    else if (state != 2'b00) begin
        if (counter_end)
            counter <= 0;
        else
            counter <= counter + 1;
    end
end
always @(posedge clock or negedge reset) begin
    if (!reset)
        data_cnt <= 0;
    else if ((state == 2'b10) && counter_end)
        data_cnt <= data_cnt + 1;
end
always @(posedge clock or negedge reset) begin
    if (!reset)
        rdat <= 8'b0;
    else if ((state == 2'b10) && get_dat)
        rdat <= {syncff1, rdat[7:1]};   
end
always @(posedge clock or negedge reset) begin
    if (!reset)
        o_rdat <= 8'b0;
    else if (stop_end)
        o_rdat <= rdat;
end
always @(posedge clock or negedge reset) begin
    if (!reset) begin
        data_valid <= 0;
    end else begin
        data_valid <= stop_end;
    end
end
endmodule
module UART_TX(
    input clk,
    input rst,
    input i_valid,
    input [7:0] i_data_in,
    output reg o_Tx_serial, 
    output reg tx_done
);
localparam IDLE = 2'b00;
localparam START = 2'b01;
localparam DATA = 2'b10;
localparam STOP = 2'b11;
reg [1:0] state, next_state;
reg [15:0] counter;   
reg [7:0] r_data_in;
reg [2:0] index;
wire cnt_end;
assign cnt_end = (counter == 1249);
always @(posedge clk or negedge rst) begin
    if (!rst)
        counter <= 0;
    else if (state != IDLE) begin
        if (cnt_end)
            counter <= 0;
        else
            counter <= counter + 1;
    end
end
always @(posedge clk or negedge rst) begin
    if (!rst) begin
        state <= IDLE;
        o_Tx_serial <= 1'b1;
        index <= 0;
        tx_done <= 0;
        r_data_in <= 0;
    end
    else begin
        case(state)
            IDLE: begin
                o_Tx_serial <= 1'b1;
                tx_done <= 0;
                if (i_valid) begin
                    r_data_in <= i_data_in;
                    state <= START;
                end
            end
            START: begin
                o_Tx_serial <= 1'b0;
                if (cnt_end) state <= DATA;
            end
            DATA: begin
                o_Tx_serial <= r_data_in[index];
                if (cnt_end) begin
                    index <= (index < 7) ? index + 1 : 0;
                    state <= (index == 7) ? STOP : DATA;
                end
            end
            STOP: begin
                o_Tx_serial <= 1'b1;
                if (cnt_end) begin
                    tx_done <= 1;
                    state <= IDLE;
                end
            end
        endcase
    end
end
endmodule
module top_ir_tx (
    input clk,
    input rst,
    output tx_pin,
    input rx_pin
);
wire [7:0] o_rdat;
wire data_valid;
reg i_valid;
reg [7:0] i_data_in;
wire tx_done;
UART_RX uart_rx_inst (
    .clock(clk),
    .reset(rst),
    .rx(rx_pin),
    .o_rdat(o_rdat),
    .data_valid(data_valid)
);
UART_TX uart_tx_inst (
    .clk(clk),
    .rst(rst),
    .i_valid(i_valid),
    .i_data_in(i_data_in),
    .o_Tx_serial(tx_pin),
    .tx_done(tx_done)
);
reg [2:0] state, next_state;
localparam S_IDLE       = 3'd0;
localparam S_SEND_A1    = 3'd1;
localparam S_SEND_F1    = 3'd2;
localparam S_SEND_DATA  = 3'd3;
localparam S_WAIT       = 3'd4;
localparam S_SEND_U1    = 3'd5;
localparam S_SEND_U2    = 3'd6;
reg [7:0] data_buffer;
always @(posedge clk or negedge rst) begin
    if (!rst) begin
        state <= S_IDLE;
        i_valid <= 0;
        i_data_in <= 8'd0;
        data_buffer <= 8'd0;
    end else begin
        case (state)
            S_IDLE: begin
                i_valid <= 0;
                if (data_valid) begin
                    data_buffer <= o_rdat;
                    state <= S_SEND_A1;
                end
            end
            S_SEND_A1: begin
                i_data_in <= 8'hFA;
                i_valid <= 1;
                state <= S_WAIT;
					 next_state <= S_SEND_F1;
            end
            S_SEND_F1: begin
                i_data_in <= 8'HF1;
                i_valid <= 1;
                state <= S_WAIT;
					 next_state<= S_SEND_U1;
            end
				S_SEND_U1: begin
							  i_data_in <= 8'h00;
							  i_valid <=1;
							  state<= S_WAIT;
							  next_state <= S_SEND_U2;
							  end
				S_SEND_U2:
							begin
							  i_data_in <= 8'h01;
							  i_valid <=1;
							  state<= S_WAIT;
							  next_state <= S_SEND_DATA;
							end
            S_SEND_DATA: begin
                i_data_in <= data_buffer;
                i_valid <= 1;
                state <= S_WAIT;
					 next_state <= S_IDLE;
            end
            S_WAIT: begin
                i_valid <= 0;   
                if (tx_done) begin
							state <= next_state;
                end
            end
            default: state <= S_IDLE;
        endcase
    end
end
endmodule
```

## run.sh

```bash
#!/bin/bash
# OpenROAD 26Q1-2900-gdf79404cd8, Yosys 0.63+post, stock flow scripts
make -C /OpenROAD-flow-scripts/flow DESIGN_CONFIG=/design/flow/config.mk WORK_HOME=/design/flow/orfs finish
```

## config.mk

```make
export PLATFORM = sky130hd
export DESIGN_NAME = top_ir_tx
export DESIGN_NICKNAME = top_ir_tx
export VERILOG_FILES = /design/flow/design.v
export SDC_FILE = /design/flow/constraint.sdc
export NUM_CORES = 4
export LEC_CHECK = 1
export CORE_UTILIZATION = 40
```

## constraint.sdc

```tcl
current_design top_ir_tx

set clk_period 3.5
set clk_io_pct 0.2

create_clock -name clk0 -period $clk_period [get_ports {clk}]

set non_clock_inputs [all_inputs -no_clocks]
set_input_delay [expr $clk_period * $clk_io_pct] -clock clk0 $non_clock_inputs
set_output_delay [expr $clk_period * $clk_io_pct] -clock clk0 [all_outputs]
```

==> impl_metrics.toml <==
# generated from flow reports
[outcome]
status = "finished clean"

[synth]
synth_top_area_share = 0.498
topCellsByArea = "dfrtp_1, mux2_2, ha_1, nor2_1, xnor2_1"
ys_types = 55
synthesis.area_um2 = 4320
ys_seq_frac = 0.543
synth.yosys.chip_area_um2 = 4320
edf_count = 3
yosys_warnings = 3
avgSynthCellArea_um2 = 11.8
ys_ff = 93
ys_cells = 366
ys.flop_type = "dfrtp_1"
netlist_instances = 366
top_area_cell = "dfrtp_1"
synthArstFlopShare = 0.968

[place]
port_buffers = 3
hpwlAfterDp_um = 4590
gp_congestion = 0.760
dp_cells = 491

[clocking]
cts_buffers = 9
cts_tree = "built"
cts_root_buffer = "clkbuf_8"
h-tree-depth = 3
max-clock-path-buffers = 2
clock-sinks = 93
cts-resized-gates = 0
clk_pin_slew_ps = 90
cts_setup_buffers = 0
clkLatencyLatePin_ps = 350
hold_buffers = 0

[run]
drv_cap = 0
warnings = 31

[sta]
setup-tns-final_ps = 0
slew_violations = 0
whs_ps = 283
finClkSkew_ps = 9.45
hold_violations = 0
finalSetupViolations = 0
max-slew-margin-rel = 0.543
fin_crit_ps = 2020
fmax_mhz = 494
tightest_slew_ps = 686
finalCritPeriodShare = 0.578
grt_setup_unrepaired = "false"

[floorplan]
die_area_um2 = 11200
core_um2 = 10400
die_h_um = 106
dieWidth_um = 106
floorplanUtilization = 0.415
rows = 37
pin_count = 4

[power]
cellLeakagePower_nw = 2.14
p_per_area_nw_per_um2 = 423
total_power_w = 0.00195
ir_drop_mv = 0.283

[finish]
drive_above_1_share = 0.178
mostFrequentLayoutCells = "dfrtp_1, nor2_1, mux2_2, nand2_1, o21ai_0"
final-comb-area_um2 = 1860
regArea_um2 = 2350
area_growth_pct = 6.81
final_common_cell = "dfrtp_1"
final_cell_count_no_fill = 507
nFillCells = 946

[setup_path]
critPathCaptureType = "register"
cp.required_ps = 3740
cp.arrival_ps = 2260
start_kind = "register"
worstPathMaxFanout = 12
crit_type = "register to register"

[routing]
routed_wl_um = 6770
antenna_cells = 0
antenna_left = 0
wl_per_cell_um = 13.3
drt_pass1_iterations = 4
vias = 2627
post_drt_via_cell_ratio = 5.18
drtIter0Drc = 104
drc = 0

[global_routing]
grt_max_degree = 58
grt_pass1_vias = 2520
grt_overflow_total = 0
antenna_found_initial = 0
grt_first_pass_wirelength_um = 12200
grtUsageTotal = 0.140

[hold_path]
hold_class = "input pin to async pin"
report_power, final:
part / internal (W) / leakage [nW] / switching, W
registers: 0.00112 / 1.25 / 0.0000630
logic: 0.0000602 / 0.791 / 0.0000829
clock network: 0.000276 / 0.0901 / 0.000348
total: 0.00146 / 2.14 / 0.000494
sequential cells by signal, summed over array words and instances, names as in the netlist, 2 cells and up:
register                cells
uart_rx_inst.data_cnt       3
next_state                  3
state                       3
uart_rx_inst.state          2
data_buffer                 8
uart_rx_inst.o_rdat         8
uart_rx_inst.rdat           8
i_data_in                   8
uart_tx_inst.r_data_in      8
uart_rx_inst.counter       14
uart_tx_inst.index          3
uart_tx_inst.counter       16
uart_tx_inst.state          2
critical path, cell delays in order (launching register included):
cell	delay (ps)
dfrtp_1	560
nor4bb_1	350
nand3_1	160
nor4_4	460
mux2_2	400
final timing paths:
check / to / slack, ps / cells past startpoint / startpoint
worst min register to register: uart_rx_inst.syncff1$_DFF_PN1_ / 360 / 0 / uart_rx_inst.syncff0$_DFF_PN1_
worst max register to register: uart_rx_inst.rdat[2]$_DFFE_PN0P_ / 1480 / 4 / uart_rx_inst.state[1]$_DFF_PN0_
worst max-delay path: uart_rx_inst.rdat[2]$_DFFE_PN0P_ / 1480 / 4 / uart_rx_inst.state[1]$_DFF_PN0_
worst min-delay path: uart_tx_inst.counter[9]$_DFFE_PN0N_ / 280 / 1 / rst
min in group clk0: uart_rx_inst.syncff1$_DFF_PN1_ / 360 / 0 / uart_rx_inst.syncff0$_DFF_PN1_
max in group asynchronous: uart_rx_inst.state[1]$_DFF_PN0_ / 2160 / 2 / rst
synthesized netlist by cell type (3+ instances only):
library cell	n
dfrtp_1	86
nor2_1	33
mux2_2	27
nand2_1	25
o21ai_0	15
nand3_1	14
xnor2_1	14
ha_1	13
clkbuf_1	11
xor2_1	11
inv_1	10
nand2b_1	10
a21oi_1	8
mux2_4	8
nand4_1	8
nor3_1	6
a221oi_1	4
dfstp_2	4
a21o_1	3
a22o_1	3
and3_1	3
and4_1	3
buf_6	3
edfxtp_1	3
per-layer routing:
layer,track usage,wire length (um),share of wire,vias to the layer above
li1,-,-,-,1297
met1,0.228,3470,0.51,1285
met2,0.205,2920,0.43,40
met3,0.0369,307,0.045,5
met4,0.0119,69,0.010,0
met5,0,0,0,-
cells by family (layout without fill, tap and decap cells):
| kind of cell | after synthesis | count (layout) | synth area share |
|---|---|---|---|
| buf+inv | 25 | 30 | 0.0272 |
| xor+xnor | 25 | 25 | 0.0507 |
| fa+ha+maj | 13 | 13 | 0.0376 |
| compound gates | 48 | 48 | 0.0750 |
| mux | 39 | 39 | 0.113 |
| simple gates | 123 | 123 | 0.153 |
| flops | 93 | 93 | 0.543 |
per-stage QoR:
stage / util / cell area (um^2) / worst slack [ps]
2_1_floorplan: - / 4320 / 1630
3_3_place_gp: 0.427 / 4450 / 1540
3_5_place_dp: 0.427 / 4450 / 1450
4_1_cts: 0.443 / 4610 / 1450
5_1_grt: 0.443 / 4610 / 1330
6_report: 0.443 / 4610 / 1480
layout make-up:
type,count,area share
inverters,10,0.00813
multi-input cells,248,0.402
repair buffers,4,0.00759
clock inverters,4,0.00515
well taps,136,0.0369
clock buffers,12,0.0315
flip-flops and latches,93,0.509
Power figures rest on the tool's default switching activity, not on a simulated workload.
