==> /design/flow/run.sh <==
#!/bin/bash
# OpenROAD 26Q1-2900-gdf79404cd8, Yosys 0.63+post, stock flow scripts
make -C /OpenROAD-flow-scripts/flow DESIGN_CONFIG=/design/flow/config.mk WORK_HOME=/design/flow/orfs finish
==> /design/flow/config.mk <==
export PLATFORM = sky130hd
export DESIGN_NAME = top_ir
export DESIGN_NICKNAME = top_ir
export VERILOG_FILES = /design/flow/design.v
export SDC_FILE = /design/flow/constraint.sdc
export NUM_CORES = 4
export LEC_CHECK = 1
export CORE_UTILIZATION = 50
==> /design/flow/constraint.sdc <==
current_design top_ir

set clk_period 2.3
set clk_io_pct 0.2

create_clock -name clk0 -period $clk_period [get_ports {clk}]

set non_clock_inputs [all_inputs -no_clocks]
set_input_delay [expr $clk_period * $clk_io_pct] -clock clk0 $non_clock_inputs
set_output_delay [expr $clk_period * $clk_io_pct] -clock clk0 [all_outputs]
==> /design/flow/design.v <==
module UART_RX (
    input wire clock,
    input wire reset,
    input wire rx,
    output reg [7:0] o_rdat,
	 output reg data_valid
);
reg [13:0] counter;
reg syncff0, syncff1;
reg rx_;
reg [1:0] state, next;
reg [7:0] rdat;
reg [2:0] data_cnt;
wire counter_end, start, start_end, data_end, stop_end, get_dat;
assign get_dat      = (counter == 624);  
assign counter_end  = (counter == 1249);       
assign start_end    = (state == 2'b01) && counter_end;
assign data_end     = (state == 2'b10)  && counter_end && (data_cnt == 3'd7);
assign stop_end     = (state == 2'b11)  && counter_end;
always @(posedge clock or negedge reset) begin
    if (!reset) begin
        syncff0 <= 1'b1;
        syncff1 <= 1'b1;
    end else begin
        syncff0 <= rx;
        syncff1 <= syncff0;
    end
end
always @(posedge clock or negedge reset) begin
    if (!reset) rx_ <= 1'b1;
    else        rx_ <= syncff1;
end
assign start = ~syncff1 & rx_;   
always @(posedge clock or negedge reset) begin
    if (!reset) state <= 2'b00;
    else        state <= next;
end
always @(*) begin
    case (state)
        2'b00:  next = start      ? 2'b01 : 2'b00;
        2'b01: next = start_end  ? 2'b10  : 2'b01;
        2'b10:  next = data_end   ? 2'b11  : 2'b10;
        2'b11:  next = stop_end   ? 2'b00  : 2'b11;
        default:next = 2'b00;
    endcase
end
always @(posedge clock or negedge reset) begin
    if (!reset)
        counter <= 0;
    else if (state != 2'b00) begin
        if (counter_end)
            counter <= 0;
        else
            counter <= counter + 1;
    end
end
always @(posedge clock or negedge reset) begin
    if (!reset)
        data_cnt <= 0;
    else if ((state == 2'b10) && counter_end)
        data_cnt <= data_cnt + 1;
end
always @(posedge clock or negedge reset) begin
    if (!reset)
        rdat <= 8'b0;
    else if ((state == 2'b10) && get_dat)
        rdat <= {syncff1, rdat[7:1]};   
end
always @(posedge clock or negedge reset) begin
    if (!reset)
        o_rdat <= 8'b0;
    else if (stop_end)
        o_rdat <= rdat;
end
always @(posedge clock or negedge reset) begin
    if (!reset) begin
        data_valid <= 0;
    end else begin
        data_valid <= stop_end;
    end
end
endmodule
module UART_TX(
    input clk,
    input rst,
    input i_valid,
    input [7:0] i_data_in,
    output reg o_Tx_serial, 
    output reg tx_done
);
localparam IDLE = 2'b00;
localparam START = 2'b01;
localparam DATA = 2'b10;
localparam STOP = 2'b11;
reg [1:0] state, next_state;
reg [15:0] counter;   
reg [7:0] r_data_in;
reg [2:0] index;
wire cnt_end;
assign cnt_end = (counter == 1249);
always @(posedge clk or negedge rst) begin
    if (!rst)
        counter <= 0;
    else if (state != IDLE) begin
        if (cnt_end)
            counter <= 0;
        else
            counter <= counter + 1;
    end
end
always @(posedge clk or negedge rst) begin
    if (!rst) begin
        state <= IDLE;
        o_Tx_serial <= 1'b1;
        index <= 0;
        tx_done <= 0;
        r_data_in <= 0;
    end
    else begin
        case(state)
            IDLE: begin
                o_Tx_serial <= 1'b1;
                tx_done <= 0;
                if (i_valid) begin
                    r_data_in <= i_data_in;
                    state <= START;
                end
            end
            START: begin
                o_Tx_serial <= 1'b0;
                if (cnt_end) state <= DATA;
            end
            DATA: begin
                o_Tx_serial <= r_data_in[index];
                if (cnt_end) begin
                    index <= (index < 7) ? index + 1 : 0;
                    state <= (index == 7) ? STOP : DATA;
                end
            end
            STOP: begin
                o_Tx_serial <= 1'b1;
                if (cnt_end) begin
                    tx_done <= 1;
                    state <= IDLE;
                end
            end
        endcase
    end
end
endmodule
module top_ir (
    input clk,
    input rst,
    input rx_pin,
    output tx_pin
);
    wire [7:0] rx_data;
    wire rx_valid;
    reg [7:0] tx_data, buffer;
    reg tx_start;
    wire tx_done;
    reg [1:0] state;
    localparam IDLE = 2'd0,
               LOAD = 2'd1,
               SEND = 2'd2,
					S_RECEIVE_CMD =2'd3;
    UART_RX uart_rx_inst (
        .clock(clk),
        .reset(rst),
        .rx(rx_pin),
        .o_rdat(rx_data),
        .data_valid(rx_valid)
    );
    UART_TX uart_tx_inst (
        .clk(clk),
        .rst(rst),
        .i_valid(tx_start),
        .i_data_in(tx_data),
        .o_Tx_serial(tx_pin),
        .tx_done(tx_done)
    );
    always @(posedge clk or negedge rst) begin
        if (!rst) begin
            state <= IDLE;
            tx_data <= 8'h00;
            tx_start <= 0;
        end else begin
            case (state)
                IDLE: begin
                    if (rx_valid) begin
						      buffer <= rx_data;
                        state <= S_RECEIVE_CMD;
                    end
                end
					 S_RECEIVE_CMD:
					 if(rx_valid) 
						begin
						tx_data <= rx_data;
						state <= LOAD;
						end
                LOAD: begin
                    tx_start <= 1;   
                    state <= SEND;
                end
                SEND: begin
                    tx_start <= 0;
                    if (tx_done)
                        state <= IDLE;
                end
            endcase
        end
    end
endmodule
==> deck_impl_summary.md <==
Run Summary

Outcome
  • Outcome: completed

Final timing
  • Total setup violations reported at the end of the flow: 0
  • Fin worst setup slack: 0.233 ns
  • Slew Limit Headroom: 0.739
  • Number of hold violations in the final report: 0
  • Max Fclk: 484 MHz
  • Final count of pins violating max slew: 0
  • Sum of negative setup slack: 0 ns
  • Tcrit/Tclk final: 0.899
  • Transition time of the tightest slew-check pin: 0.386 ns
  • Post-route minimum period: slightly above 2 ns
  • Unrepaired setup endpoints after global routing: no
  • Layout Skew: between 0.007 and 0.008 ns

Logic synthesis
  • Synth Warn #: 3
  • Number of standard cells reported by yosys: 309
  • Mux frac, synth: 0.134
  • Post-synthesis chip area from yosys: 3790 um^2
  • Cell Area, Synth: 3790 um^2
  • Aoi share: 0.0568
  • Cell type contributing the most total cell area after synthesis: sky130_fd_sc_hd__dfrtp_1
  • Top cells by area in the synthesized netlist: sky130_fd_sc_hd__dfrtp_1, sky130_fd_sc_hd__mux2_2, sky130_fd_sc_hd__xnor2_1
  • Post-Synth Adder-Cell Area: 0.0429
  • Share of the synthesized area in the top cell type: 0.515
  • Count of different cell masters after synthesis: 49
  • Syn Inst Count: ~310
  • Xor+xnor area frac: 0.0462
  • Flops & latches, synth: ~83
  • Average cell area after synthesis: around 12 um^2
  • Top logic family: simple AND/OR/NAND/NOR gates
  • Post-Synth Simple-Gate Area: 0.143
  • Seq/Total Area, Yosys: 0.550

Pwr
  • Power Dens Cells: 684 nW/um^2
  • Leakage dissipation: 1.97 nW
  • Worst vdd ir: 0.454 mV
  • Post-layout power: 2.82 mW

Placement
  • Placed wire-length estimate after detailed placement: 3.83 mm
  • Number of I/O port buffers: 3
  • DP Worst Slack: roughly 0.16 ns
  • Final estimated routing congestion in global placement: about 0.86

Detailed routing
  • Routed length per instance: 13.2 um
  • Wire length reported by the detailed router: around 5.6 mm
  • N_diodes: 0
  • Total via count after detailed routing: 2260
  • Number of violations reported at the end of detailed-routing iteration 0: 87
  • Via/cell ratio: 5.34
  • First drt pass iteration count: 6
  • Remaining antenna violation count: 0
  • Remaining DRCs: 0

Job
  • OpenROAD warning count: 31
  • Number of max-cap violations: 0

Worst setup path
  • Top fanout value on the critical path: 8
  • Cell family with the largest share of critical-path delay: simple AND/OR/NAND/NOR gates
  • Critical Path End Type: register
  • CP endpoint: uart_rx_inst.rdat[3]
  • Delay of the slowest cell on the worst path: 0.46 ns
  • Startpoint types: register
  • Slowest CP cell: sky130_fd_sc_hd__or4bb_1
  • Worst Path Required: 2.52 ns
  • Crit path cell chain: inv_1, ha_1, or4bb_1, nor2_1, and4b_2, mux2_2
  • R2r setup slk: 0.23 ns
  • Crit path buf inv count: 1
  • RR Startpoint: uart_rx_inst.counter[0]
  • Worst setup path start: uart_rx_inst.counter[0]
  • CP Data Arrival Time: about 2.3 ns
  • Reg2Reg Capture Point: uart_rx_inst.rdat[3]
  • Number of cells on the critical path: 6
  • Worst Reg2Reg Path Length in Cells: 6
  • Start-to-end type of the worst setup path: reg -> reg

GRT
  • Number of antenna violations at the first check in global routing: 0
  • Overflow left after global routing: 0
  • Pin count of the biggest net entering global routing: between 60 and 70
  • Global router's overall resource usage: 0.165
  • Wire length of the first global-routing pass: between 9 and 10 mm
  • Vias in the first global route: around 2.1k

Floorplan
  • Chip area: 7930 um^2
  • Width of the die: 89.1 um
  • Fp_density: 0.520
  • I/O pin count: 4
  • Placeable Area: 7290 um^2
  • FP Rows: 31
  • DIE HEIGHT: between 80 and 90 um

Clock network
  • Late-Pin Clk Latency: between 0.3 and 0.4 ns
  • Number of buffers added by the clock tree synthesis step: 9
  • Clk sink count: 83
  • Clock root buffer master: sky130_fd_sc_hd__clkbuf_8
  • Max Root-Sink Buffers: 2
  • H-tree levels: 3
  • CTS tree: yes
  • Clock-pin transition on the worst setup and hold timing paths: around 0.080 ns
  • Hold_buf cts: 0

Worst hold path
  • Class of the most critical hold timing path: in -> async

Cells and area
  • Fraction of layout cells with a size suffix above 1: 0.219
  • Layout filler cell count: 624
  • Area growth from synthesis to layout: 8.62%
registers in the layout, indices dropped and copies added (netlist names), named ones only:
signal	cells
uart_rx_inst.syncff0	1
tx_data	8
uart_tx_inst.index	3
uart_rx_inst.data_valid	1
uart_tx_inst.counter	16
uart_rx_inst.rx_	1
uart_rx_inst.counter	14
uart_tx_inst.state	2
uart_rx_inst.state	2
uart_tx_inst.r_data_in	8
tx_start	1
uart_tx_inst.o_Tx_serial	1
uart_rx_inst.syncff1	1
uart_tx_inst.tx_done	1
uart_rx_inst.o_rdat	8
state	3
uart_rx_inst.data_cnt	3
uart_rx_inst.rdat	8
cell type report:
type	count	area (um^2)	area share
well taps	99	124	0.0301
clock buffers	11	131	0.0319
clock inverters	5	53.8	0.0131
repair buffers	8	77.6	0.0188
inverters	11	41.3	0.0100
multi-input cells	206	1610	0.390
flip-flops and latches	83	2080	0.506
power by group:
part	switching (mW)	internal, mW
Combinational	0.133	0.110
Sequential	0.0695	1.52
Clock	0.483	0.499
worst min-delay path by stage:
stage | endpoint | startpoint | cells past startpoint | slack (ns)
6_report | uart_tx_inst.counter[8] | rst | 1 | 0.02
5_1_grt | uart_tx_inst.counter[9] | rst | 1 | 0.02
4_1_cts | uart_rx_inst.counter[3] | rst | 1 | 0.02
per-layer routing:
metal | share of wire | global-route usage | up-vias
met2 | 0.45 | 0.256 | 28
met4 | 0.013 | 0.0173 | 0
met1 | 0.50 | 0.261 | 1098
met5 | 0 | 0 | -
met3 | 0.033 | 0.0403 | 7
li1 | - | - | 1127
cell usage in the layout, fill, tap and decap left out, drive strengths merged, types with 2 or more instances in the layout:
| master | n |
|---|---|
| a21o | 3 |
| a21oi | 9 |
| a22o | 2 |
| a31oi | 3 |
| and2 | 2 |
| and3 | 7 |
| and4 | 2 |
| buf | 6 |
| clkbuf | 11 |
| clkdlybuf4s50 | 2 |
| clkinv | 4 |
| dfrtp | 78 |
| dfstp | 5 |
| ha | 13 |
| inv | 11 |
| mux2 | 37 |
| mux4 | 2 |
| nand2 | 23 |
| nand3 | 11 |
| nand4 | 11 |
| nor2 | 21 |
| nor3 | 4 |
| nor4 | 2 |
| nor4b | 3 |
| o21ai | 10 |
| o31ai | 4 |
| xnor2 | 19 |
synthesized netlist by cell type, drive strengths merged:
cell type  count
dfrtp         78
mux2          37
nand2         23
nor2          21
xnor2         19
ha            13
inv           11
nand3         11
nand4         11
o21ai         10
a21oi          9
and3           7
buf            5
dfstp          5
clkbuf         4
nor3           4
o31ai          4
a21o           3
a31oi          3
nor4b          3
a22o           2
and2           2
and4           2
mux4           2
nor4           2
a211oi         1
a311oi         1
and2b          1
and4b          1
mux2i          1
nand2b         1
nand3b         1
nand4b         1
nor2b          1
nor3b          1
o22a           1
o22ai          1
or2            1
or3            1
or4            1
or4b           1
or4bb          1
xor2           1
stage by stage:
stage | utilization | std cells | hold WS [ns] | area, um^2
global route | 0.565 | 423 | 0.0188 | 4120
detailed placement | 0.539 | 407 | 0.348 | 3930
floorplan | - | 309 | 0.164 | 3790
global placement | 0.539 | 407 | 0.346 | 3930
CTS | 0.564 | 423 | 0.0188 | 4120
finish | 0.565 | 423 | 0.0231 | 4120
repair_timing:
| item | CTS | global route |
|---|---|---|
| endpoints found under the setup margin | 0 | 8 |
| gates resized | 0 | 1 |
| setup buffers | 0 | 0 |
cell families (layout without fill, tap and decap cells):
| kind of cell | count (synthesis) | in the layout |
|---|---|---|
| buf+inv | 20 | 35 |
| mux | 40 | 40 |
| xor+xnor | 20 | 20 |
| simple gates | 98 | 98 |
| fa+ha+maj | 13 | 13 |
| compound gates | 35 | 35 |
| flops | 83 | 83 |
No activity file was given, so power comes from the tool's default toggle rates.
